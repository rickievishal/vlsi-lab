--- flow/constraint.sdc ---
current_design stack

set clk_period 9.7
set clk_io_pct 0.2

create_clock -name clk0 -period $clk_period [get_ports {clk}]

set non_clock_inputs [all_inputs -no_clocks]
set_input_delay [expr $clk_period * $clk_io_pct] -clock clk0 $non_clock_inputs
set_output_delay [expr $clk_period * $clk_io_pct] -clock clk0 [all_outputs]
--- flow/config.mk ---
export PLATFORM = sky130hd
export DESIGN_NAME = stack
export DESIGN_NICKNAME = stack
export VERILOG_FILES = /design/flow/design.v
export SDC_FILE = /design/flow/constraint.sdc
export NUM_CORES = 4
export LEC_CHECK = 1
export CORE_UTILIZATION = 30
--- flow/run.sh ---
#!/bin/bash
# OpenROAD 26Q1-2900-gdf79404cd8, Yosys 0.63+post, stock flow scripts
make -C /OpenROAD-flow-scripts/flow DESIGN_CONFIG=/design/flow/config.mk WORK_HOME=/design/flow/orfs finish
--- flow/design.v ---
module stack(clk,rst,datain,rw,dataout,full,empty);
  input clk,rst,rw;
  input [7:0]datain;
  reg [7:0]ptr;
  output reg [7:0]dataout;
  reg[7:0] mem[255:0];
  output reg full,empty;
  always @(posedge clk)
  begin if (rst == 1)
  begin 
  dataout = 0;
  ptr = 0;
end
else if (rw == 1 && ptr <255)
begin 
mem[ptr]=datain;
ptr = ptr + 1;
empty =0;
end 
else if (rw==1 && ptr < 255)
begin
  full =1;
  empty =0;
end 
else if (rw==0 && ptr<255)
begin
dataout = mem[ptr];
ptr = ptr - 1;
end 
else 
empty = 1;
end 
endmodule
==> tab_implementation.tex <==
% Yosys + OpenROAD metrics
\begin{tabular}{lr}
\hline
Metric & Value \\
\hline
\multicolumn{2}{l}{\textbf{Route}} \\
Post-route DRC & 0 \\
Routed wl met3 & between 100000 and 150000 um \\
Routed metal-1 wire length & just under 200000 um \\
Number of detailed-routing iterations run before antenna repair & 8 \\
Routed WL per cell & $\sim$70 um \\
Detailed-routed wire length on met2 & roughly 270000 um \\
Post-Route WL & 694000 um \\
Number of vias after detailed routing & 67500 \\
Uppermost signal routing layer after detailed routing & met5 \\
Routed via count divided by cell count & around 6.9 \\
Antenna Nets Post-Route & 0 \\
Iter 0 DRT Violations & approximately 8000 \\
\multicolumn{2}{l}{\textbf{Synthesis}} \\
Area share of the largest cell type after synthesis & between 70\% and 80\% \\
Main flop type after synthesis & sky130\_fd\_sc\_hd\_\_edfxtp\_1 \\
Area figure in the yosys stat output & about 0.081 sq mm \\
Cell type with the highest aggregate area in the netlist & sky130\_fd\_sc\_hd\_\_edfxtp\_1 \\
Sequential area share after synthesis & between 70\% and 80\% \\
Count of instantiated cells in the yosys netlist & roughly 5300 \\
Top cells by area & sky130\_fd\_sc\_hd\_\_edfxtp\_1 (76\%), sky130\_fd\_sc\_hd\_\_a22oi\_1 (4.0\%), sky130\_fd\_sc\_hd\_\_nand3\_1 (2.8\%) \\
Post-synthesis cell area & 0.0812 sq mm \\
Synthesis-stage register bit count & between 2000 and 2500 \\
Synth Area per Inst & between 15 and 20 sq um \\
Syn Inst Count & roughly 5300 \\
Post-synth EDFFs & 2049 \\
FFs w/ async S/R, synth & 0\% \\
Syn. warnings & 2 \\
Unique cell types & 92 \\
\multicolumn{2}{l}{\textbf{Place}} \\
DP Area & $\sim$0.091 sq mm \\
Sum of net half-perimeters after detailed placement & approximately 490000 um \\
Final weighted congestion of routability-driven global placement & roughly 1.2 \\
PortBufs & 19 \\
\multicolumn{2}{l}{\textbf{Min path}} \\
Worst hold path type & reg -> reg \\
Start point of the worst hold path & mem[0][3]\$\_DFFE\_PP\_ \\
Worst Hold End & dataout[3]\$\_SDFFE\_PP0P\_ \\
Cell count of the worst hold path & 1 \\
\multicolumn{2}{l}{\textbf{Final timing}} \\
Time the final worst path needs with I/O delays and setup & 6.82 ns \\
Transition time at the pin with the least slew margin & roughly 1.5 ns \\
Slew Viols, Final & 0 \\
Number of setup violations in the final report & 0 \\
Final Hold Violation Tally & 0 \\
Final Skew & 0.109 ns \\
RSZ-0062 raised after global routing & false \\
Share of the clock period used by the worst path & roughly 70\% \\
Final-layout setup total negative slack & 0 ns \\
Highest clock rate & approximately 150 MHz \\
Slew HR & around 3.0\% \\
\multicolumn{2}{l}{\textbf{CTS}} \\
Deepest level of the CTS H-tree & 4 \\
Quantity of gates resized following cts & 0 \\
Post-CTS Setup Repair Bufs & 0 \\
Clock root cell & sky130\_fd\_sc\_hd\_\_clkbuf\_16 \\
CTS tree & done \\
CTS sink cnt & around 2100 \\
Clock insertion delay at the later pin of the skew report & slightly below 1 ns \\
Clock transition at path regs & roughly 0.070 ns \\
Hold\_buf cts & 0 \\
Clock buffer depth & 3 \\
Number of CTS-inserted buffers & $\sim$230 \\
\multicolumn{2}{l}{\textbf{Power and ir drop}} \\
Power per Cell Area & around 270 mW/mm\^{}2 \\
Leak Pwr & 0.0315 uW \\
Power after layout & between 20000 and 30000 uW \\
Maximum vdd drop & approximately 0.22 mV \\
\multicolumn{2}{l}{\textbf{Global routing}} \\
Pin count of the biggest net entering global routing & $\sim$89 \\
Global-route wire length before repair & roughly 840000 um \\
Global-route congestion overflow total & 0 \\
GRT Total Usage & 54.7\% \\
Via count of the first global-routing pass & around 65000 \\
Number of antenna violations at the first check in global routing & roughly 130 \\
\multicolumn{2}{l}{\textbf{Worst setup path}} \\
Delay of the slowest critical-path stage & 0.91 ns \\
Endpoint class of the critical path & flip-flop \\
Number of cells on the worst reg-to-reg path & 14 \\
Type of the worst setup path & reg -> reg \\
Arrival time of the worst setup path & between 7 and 8 ns \\
Startpoint class of the critical path & flip-flop \\
Crit path required time & between 10 and 15 ns \\
Critical Path Fanout Max & 18 \\
Worst path cell trace & inv\_1 > ha\_2 > buf\_4 > buf\_4 > or3b\_2 > buf\_4 > nor2\_1 > a22oi\_1 > nand4\_1 > nor4\_1 > nor4b\_1 > a31oi\_1 > buf\_4 > a221o\_1 \\
Critical register-to-register path startpoint & ptr[0]\$\_SDFFE\_PP0P\_ \\
Worst-path cell with the longest stage delay & sky130\_fd\_sc\_hd\_\_or3b\_2 \\
Setup slack, reg-to-reg & around 2.9 ns \\
Cell occurring most often along the worst timing path & sky130\_fd\_sc\_hd\_\_buf\_4 \\
Capture point of the worst reg-to-reg path & dataout[4]\$\_SDFFE\_PP0P\_ \\
\multicolumn{2}{l}{\textbf{Die}} \\
Chip Footprint & 0.273 sq mm \\
Die height & around 520 um \\
Pre-placement core utilization & between 30\% and 40\% \\
Placement row count & $\sim$190 \\
Die Wd & 522 um \\
Top-level I/O count & 21 \\
CORE AREA & 0.269 sq mm \\
\multicolumn{2}{l}{\textbf{Finish}} \\
Top cells excl fill/tap & sky130\_fd\_sc\_hd\_\_edfxtp\_1 (2049), sky130\_fd\_sc\_hd\_\_buf\_4 (763), sky130\_fd\_sc\_hd\_\_nand3\_1 (455), sky130\_fd\_sc\_hd\_\_a22oi\_1 (435), sky130\_fd\_sc\_hd\_\_a21oi\_1 (329) \\
Final standard cell area without fillers & a little under 0.1 sq mm \\
Fraction of final layout cells with drive strength greater than 1 & around 22\% \\
Leading cell type in the layout, fill and taps excluded & sky130\_fd\_sc\_hd\_\_edfxtp\_1 \\
Area growth from synthesis to layout & 21.6\% \\
\multicolumn{2}{l}{\textbf{Run}} \\
Max\_cap viols & 0 \\
Warning total across the stage logs & 31 \\
\multicolumn{2}{l}{\textbf{Status}} \\
Result of the run & completed \\
\hline
\end{tabular}
[worst max-delay path, delay by kind of cell (launching register included)]
| kind | cells | cell delay [ns] |
|---|---|---|
| buffers and inverters | 5 | 1.85 |
| and+or+nand+nor | 5 | 2.50 |
| AOI/OAI and AO/OA | 3 | 1.52 |
| DFF | 1 | 0.44 |
| adders and majority gates | 1 | 0.35 |
[per-layer routing]
| metal | track usage, % | vias up |
|---|---|---|
| met5 | 34.3 | - |
| met4 | 45.3 | 177 |
| met3 | 50.4 | 2165 |
| met2 | 66.8 | 7931 |
| met1 | 51.8 | 34100 |
| li1 | - | 23200 |
[how the worst max path moves through the flow]
stage / startpoint / endpoint / slack [ns] / cells past startpoint
final: ptr[0]$_SDFFE_PP0P_ / dataout[4]$_SDFFE_PP0P_ / 2.88 / 14
after global routing: ptr[1]$_SDFFE_PP0P_ / mem[51][5]$_DFFE_PP_ / 3.06 / 14
after CTS: ptr[1]$_SDFFE_PP0P_ / mem[52][7]$_DFFE_PP_ / 3.13 / 14
[stage by stage]
step | hold slack [ns] | utilization [%] | worst slack, ns | cells
floorplan | 0.432 | - | 5.23 | 5266
global placement | 0.488 | 33.7 | 2.74 | 9174
detailed placement | 0.454 | 33.8 | 3.12 | 9179
CTS | 0.468 | 36.6 | 3.13 | 9613
global route | 0.494 | 36.7 | 3.06 | 9707
finish | 0.478 | 36.8 | 2.88 | 9797
[kinds of logic after synthesis]
family	share of synthesized area [%]
multiplexers	0.350
adder cells (fa/ha/maj)	0.0770
flip-flops	76.2
AND/OR/NAND/NOR	8.59
XOR/XNOR	0.0863
other	0.00462
AND-OR/OR-AND	12.4
buffers and inverters	2.30
[synthesized netlist by cell type (all sizes together), types with 32 or more instances]
library cell  instances
edfxtp             2049
nand3               460
a22oi               436
a21oi               347
clkbuf              228
buf                 207
nor2                199
nand4               154
o22ai               150
nand2               131
a32oi               113
a22o                 72
nor4                 63
o21ai                59
and3                 47
nor3                 40
or4                  39
a221oi               32
[flip-flops by register name (all words and copies together) (netlist names)]
name,cells
mem,2048
ptr,8
empty,1
dataout,8
[power by group]
part / switching, uW / internal (uW) / leakage, uW
logic: 5240 / 960 / 0.00895
registers: 544 / 11100 / 0.0189
clock network: 4090 / 4910 / 0.00363
[area by class of cell]
type | count | area (sq um)
inverters | 10 | 37.5
fillers | 25100 | 170000
flip-flops and latches | 2065 | 61900
multi-input cells | 2756 | 18100
clock buffers | 271 | 5930
repair buffers | 798 | 6250
diodes | 182 | 455
well taps | 3552 | 4440
clock inverters | 163 | 1670
Power is estimated from default activity; no workload was simulated.
