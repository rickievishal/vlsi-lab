[/design/flow/design.v]
module queue(clk,rst,datain,rw,dataout,full,empty);
  input clk,rst,rw;
  input [7:0] datain;
  reg [7:0] readptr;
  reg[7:0] writeptr;
  output reg full,empty;
  output reg[7:0]dataout;
  reg[7:0] mem[255:0];
  always @(posedge clk)
  begin 
    if (rst ==1)
      begin dataout = 0;
        readptr = 0;
        writeptr = 0;
      end 
    else if (rw==1 && writeptr < 255)
      begin 
        mem[writeptr] = datain;
        writeptr = writeptr +1;
      end
    else if (rw == 1 && writeptr == 255)
      full = 0 ;
    else if (rw ==0 && readptr < 255)
      begin 
        dataout = mem[readptr];
        readptr = readptr + 1;
    end
  else 
    empty = 1;
  end
endmodule
[/design/flow/run.sh]
#!/bin/bash
# OpenROAD 26Q1-2900-gdf79404cd8, Yosys 0.63+post, stock flow scripts
make -C /OpenROAD-flow-scripts/flow DESIGN_CONFIG=/design/flow/config.mk WORK_HOME=/design/flow/orfs finish
[/design/flow/config.mk]
export PLATFORM = sky130hd
export DESIGN_NAME = queue
export DESIGN_NICKNAME = queue
export VERILOG_FILES = /design/flow/design.v
export SDC_FILE = /design/flow/constraint.sdc
export NUM_CORES = 4
export LEC_CHECK = 1
export CORE_UTILIZATION = 40
[/design/flow/constraint.sdc]
current_design queue

set clk_period 23.2
set clk_io_pct 0.2

create_clock -name clk0 -period $clk_period [get_ports {clk}]

set non_clock_inputs [all_inputs -no_clocks]
set_input_delay [expr $clk_period * $clk_io_pct] -clock clk0 $non_clock_inputs
set_output_delay [expr $clk_period * $clk_io_pct] -clock clk0 [all_outputs]
==> flow_summary.ini <==
; flow metrics
[floorplan]
ioPinCount = 21
initCoreUtil = 0.402
rows = 165
die_w_um = 453
die_area_sq_um = 205000
coreArea_sq_um = 202000
die.size.y_um = 453

[detailed_routing]
postRouteAntennaNets = 0
drc = 0
drtPass1Iterations = 12
first_iter_violations = 11200
wl_per_cell_um = 69.9
vias_per_cell = 8.17
via_count = 72200
totalWireLength_um = 618000

[final_timing]
fin_crit_sh = 0.368
rsz0062_at_grt = no
finalMaxSlewViolations = 14
hold_viol_final = 0
tns_ns = 0
max-slew-margin-rel = -0.0648
whs_ns = 0.460
tightestPinTransition_ns = 1.59
fin_skew_ns = 0.0459
period_minus_slack_ns = 8.53
timing.fmax_mhz = 117
setup_viol = 0

[logic_synthesis]
avgSynthCellArea_sq_um = 15.7
synth_chip_area_sq_um = 81300
postSynthCellCount = 5179
synthDistinctLibCells = 95
synth_flops = 2072
yosys.area_share.simple = 0.0674
adder_share = 0.00123
top_cell = edfxtp_1
top_area_frac = 0.756
mux_share = 0.00174
postSynthSeqShare = 0.762
largest_area_cell = edfxtp_1
yosys-stat-cells = 5179
synth_top_flop_cell = edfxtp_1
topCellsByArea = edfxtp_1 (76%), a22oi_1 (4.7%), a21oi_1 (2.2%), a32oi_1 (1.9%), nor2_1 (1.2%)
logic_family = AND-OR/OR-AND gates
synth-compound-area-share = 0.146
top_cells_by_count = edfxtp_1 (2,048), a22oi_1 (512), a21oi_1 (361), nor2_1 (260), clkbuf_1 (220)
async_flop_share = 0
syn_area_sq_um = 81300
synth-edff-count = 2048
ys_sh_xor = 0.00172
yosysWarnings = 2

[critical_path]
r2r_start = readptr[0]
r2r-end = dataout[2]
crit_path_max_fanout = 9
start_kind = input port
reg2regPathDepth = 13
required_ns = 23.70
critPathArrivalTime_ns = 9.03
critPathKind = input port to flip-flop
crit_path_end_kind = flip-flop
regToRegSetupSlack_ns = 16.40

[grt]
track_usage = 0.659
grt_overflow_total = 0
antenna_found_initial = 130
grt_max_degree = 55
grt_pass1_vias = 68800
grt_pass1_wl_um = 771000

[clocking]
cts-root-buf = clkbuf_16
post_cts.repair.setup_buffers = 0
clk_path_buf_depth = 3
cts_tree = yes
cts_max_level = 4
numCtsBuffers = 216
clock.latency.late_pin_ns = 0.93
clkSlewWorstSetupHoldPaths_ns = 0.06
cts-resized-gates = 0
clock-sinks = 2072
hold_buffers = 0

[finish]
synthToLayoutAreaGrowth_pct = 19.6
seq_area_sq_um = 62000
layout-drive-gt1-share = 0.206
final.fill_count = 16800
comb_area_sq_um = 18300

[outcome]
violations = capacitance limit, slew limit
status = complete, but fails checks

[job]
openroad.warnings = 32
drv_cap = 2

[power_and_ir_drop]
p_leak_nw = 31.3
ir_drop_v = 0.0000855
power.density_nw_per_um2 = 88.3

[worst_hold_path]
min-delay-start = dataout[5]
hold_end = dataout[5]
whs_path_depth = 2
hold_path_class = flip-flop to flip-flop

[place]
place_congestion = 1.26
port_buffers = 18
dp_hpwl_um = 434000
## final cells by class
class | instances | area share
antenna | 201 | 0.00517
clock buffer | 258 | 0.0579
clock inverter | 142 | 0.0169
inverter | 17 | 0.000656
multi-input combinational | 2729 | 0.188
sequential | 2072 | 0.638
tap | 2672 | 0.0344
timing repair buffer | 747 | 0.0591
## sequential cells by signal, indices dropped and copies added (netlist names)
name and cells:
mem 2048, dataout 8, writeptr 8, readptr 8
## worst max path at each step
stage | startpoint | endpoint | slack (ns)
CTS | rw | mem[111][3] | 15.02
finish | rw | mem[111][3] | 14.67
global route | rw | mem[111][3] | 14.91
## through the flow
step                power, mW  setup slack (ns)   util  cells  area (sq um)
floorplan                4.50             15.46      -   5179         81300
global placement         4.93             14.07  0.443   8236         89400
detailed placement       4.93             14.11  0.443   8236         89400
CTS                      8.47             15.02  0.478   8636         96700
global route             8.64             14.91  0.480   8764         97000
finish                   8.59             14.67  0.481   8838         97200
## power breakdown
group / internal (mW) / total [mW] / leakage, nW / switching [mW]
clock network: 2.07 / 3.65 / 3.52 / 1.58
registers: 4.27 / 4.35 / 18.8 / 0.0820
logic: 0.0842 / 0.581 / 9.02 / 0.497
## cell usage in the layout, fill, tap and decap left out, drive strengths merged, types with 18 or more instances in the layout
cell type | synthesis | routed
a2111oi | 18 | 18
a21oi | 361 | 361
a221oi | 52 | 52
a222oi | 46 | 46
a22o | 93 | 93
a22oi | 512 | 512
a31oi | 24 | 24
a32o | 25 | 25
a32oi | 176 | 176
and3 | 53 | 53
buf | 141 | 738
bufinv | 0 | 31
clkbuf | 220 | 258
clkinv | 2 | 97
dfxtp | 24 | 24
diode | 0 | 201
edfxtp | 2048 | 2048
inv | 15 | 21
nand2 | 180 | 180
nand2b | 18 | 18
nand3 | 150 | 150
nand4 | 101 | 101
nor2 | 262 | 262
nor3 | 56 | 56
nor4 | 82 | 82
o211ai | 21 | 21
o21ai | 84 | 84
o22ai | 127 | 127
or4 | 28 | 28
## routing by layer
metal / vias to the layer above / track usage / wire, um
li1: 23100 / - / -
met1: 35000 / 0.637 / 171000
met2: 10300 / 0.739 / 224000
met3: 3455 / 0.640 / 138000
met4: 272 / 0.564 / 73700
met5: - / 0.597 / 11500
## cell families after synthesis
group | after synthesis
mux | 14
fa+ha+maj | 8
xor+xnor | 16
buf+inv | 378
compound gates | 1650
simple gates | 1039
other cells | 2
flops | 2072
## worst max-delay path, stage by stage
cell and delay, ns:
clkdlybuf4s50_1 0.57, buf_4 0.22, nor2b_1 0.18, o21ai_0 0.16
a211oi_1 0.30, nand4b_2 0.36, or3_1 0.58, a221oi_2 0.27
o221ai_1 0.26, buf_4 0.30, a21oi_1 1.17
Power and IR drop assume default switching activity.
