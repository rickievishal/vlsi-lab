`design/flow/config.mk`:
```
export PLATFORM = sky130hd
export DESIGN_NAME = mux
export DESIGN_NICKNAME = mux
export VERILOG_FILES = /design/flow/design.v
export SDC_FILE = /design/flow/constraint.sdc
export NUM_CORES = 4
export LEC_CHECK = 1
export CORE_AREA = 10 10 70 70
export DIE_AREA = 0 0 80 80
```
`design/flow/constraint.sdc`:
```
current_design mux

set clk_period 2.3
set clk_io_pct 0.2

create_clock -name clk0 -period $clk_period

set non_clock_inputs [all_inputs -no_clocks]
set_input_delay [expr $clk_period * $clk_io_pct] -clock clk0 $non_clock_inputs
set_output_delay [expr $clk_period * $clk_io_pct] -clock clk0 [all_outputs]
```
`design/flow/design.v`:
```
module mux (s, d, y);
  input [3:0]s;       
  input [15:0]d;      
  output y;            
  wire [15:0] w;       
 assign w[0]  = (~s[3] & ~s[2] & ~s[1] & ~s[0]) & d[0];
  assign w[1]  = (~s[3] & ~s[2] & ~s[1] &  s[0]) & d[1];
  assign w[2]  = (~s[3] & ~s[2] &  s[1] & ~s[0]) & d[2];
  assign w[3]  = (~s[3] & ~s[2] &  s[1] &  s[0]) & d[3];
  assign w[4]  = (~s[3] &  s[2] & ~s[1] & ~s[0]) & d[4];
  assign w[5]  = (~s[3] &  s[2] & ~s[1] &  s[0]) & d[5];
  assign w[6]  = (~s[3] &  s[2] &  s[1] & ~s[0]) & d[6];
  assign w[7]  = (~s[3] &  s[2] &  s[1] &  s[0]) & d[7];
  assign w[8]  = ( s[3] & ~s[2] & ~s[1] & ~s[0]) & d[8];
  assign w[9]  = ( s[3] & ~s[2] & ~s[1] &  s[0]) & d[9];
  assign w[10] = ( s[3] & ~s[2] &  s[1] & ~s[0]) & d[10];
  assign w[11] = ( s[3] & ~s[2] &  s[1] &  s[0]) & d[11];
  assign w[12] = ( s[3] &  s[2] & ~s[1] & ~s[0]) & d[12];
  assign w[13] = ( s[3] &  s[2] & ~s[1] &  s[0]) & d[13];
  assign w[14] = ( s[3] &  s[2] &  s[1] & ~s[0]) & d[14];
  assign w[15] = ( s[3] &  s[2] &  s[1] &  s[0]) & d[15];
  assign y = w[0]|w[1]|w[2]|w[3]|w[4]|w[5]|w[6]|w[7]|w[8]|w[9]|w[10]|w[11]|w[12]|w[13]|w[14]|w[15];
endmodule
```
`design/flow/run.sh`:
```
#!/bin/bash
# OpenROAD 26Q1-2900-gdf79404cd8, Yosys 0.63+post, stock flow scripts
make -C /OpenROAD-flow-scripts/flow DESIGN_CONFIG=/design/flow/config.mk WORK_HOME=/design/flow/orfs finish
```
==> flow_metrics.tcl <==
# metrics dict for downstream scripts
set metrics [dict create \
    final_util 0.137 \
    drt-initial-drc-count 10 \
    worst-setup-path-type "in2out" \
    p_per_area_nw_per_um2 153 \
    routed_via_density 2.98 \
    relSlewSlack 0.803 \
    peakVddDrop_mv 0.0371 \
    startpoint_type "input port" \
    n_fill_cell 394 \
    warnings 32 \
    grt-ovfl-total 0 \
    chipArea_um2 6400 \
    placed_area_um2 455 \
    io_buffers 21 \
    layout_top_cell "clkdlybuf4s50_1" \
    final-seq-area_um2 0 \
    tightestPinTransition_ns 0.295 \
    first_pass_iters 3 \
    cp.required_ns 1.84 \
    path_cells "clkdlybuf4s50_1 > mux2i_2 > nor3_1 > a2111oi_2 > nor2_1 > clkbuf_2" \
    fp-utilization 0.0549 \
    path_buffers 2 \
    cap_violations 0 \
    ys_warn_count 0 \
    rsz0062_at_grt "no" \
    wire_per_inst_um 10.3 \
    drv_slew 0 \
    die-height_um 80 \
    critPathTopFamily "buffers and inverters" \
    top_area_cell "mux2i_1" \
    diodes 0 \
    gp_congestion 0.853 \
    grt_pass1_vias 275 \
    yosysSeqAreaShare 0 \
    avgSynthCellArea_um2 7.82 \
    finalHoldViolCount 0 \
    path_max_fanout 1 \
    antenna_found_initial 0 \
    core_area_um2 3420 \
    hold_path.class "in2out" \
    vias 274 \
    grt_max_degree 11 \
    ys_types 15 \
    syn_inst 24 \
    drc 0 \
    mi_logic_area_um2 169 \
    cp.arrival_ns 1.64 \
    min_period_ns 2.10 \
    flops 0 \
    final_cell_area_um2 468 \
    power_leakage_nw 0.170 \
    fp-row-count 21 \
    crit_path_end_kind "primary output" \
    worst_path_max_delay_cell "clkdlybuf4s50_1" \
    ys_cells 24 \
    die_w_um 80 \
    yosys.area.top_type_share 0.320 \
    top_cells_by_area "mux2i_1 32%, nand3b_1 8.0%, nor3b_1 8.0%" \
    antenna_left 0 \
    clkbuf_count 0 \
    setup_violations 0 \
    track_usage 0.0277 \
    syn_to_final_growth_pct 149 \
    syn_area_um2 188 \
    outcome "completed" \
    ios 21 \
    timing.fmax_mhz 475 \
    finalCritPeriodShare 0.915 \
    routed_wl_um 951 \
    critical-path-max-stage-delay_ns 0.42 \
    drive_gt1_frac 0.217 \
    hold_buffers 0 \
    ys_chip_area_um2 188 \
    lay_top_cells "17 x clkdlybuf4s50_1, 5 x mux2i_1, 3 x buf_4" \
    grt_pass1_wl_um 1440 \
]
## area by class of cell
type,instances,share of cell area
well taps,46,0.123
repair buffers,25,0.508
multi-input cells,20,0.361
inverters,1,0.00802
## cell usage after synthesis, drive strengths merged
cell	count
o21ai	3
inv	1
nor2	1
nor3	2
a2111oi	2
nand3b	2
a41o	1
buf	1
nor3b	2
nand3	1
clkbuf	2
mux2i	6
## power by group
part           switching (mW)  internal, mW  total, mW
logic                  0.0233        0.0481     0.0714
clock network               0             0          0
registers                   0             0          0
total                  0.0233        0.0481     0.0714
## worst paths after layout
| kind | cells after the start | endpoint | slack, ns | start |
|---|---|---|---|---|
| setup / recovery | 6 | y | 0.20 | d[0] |
| hold / removal | 5 | y | 1.61 | s[2] |
## cells by family after synthesis
kind of cell,Yosys count,synth area share
muxes,6,0.320
and+or+nand+nor,8,0.260
buffers and inverters,4,0.180
AOI/OAI and AO/OA,6,0.240
## per-layer routing
layer | vias to the layer above | global-route usage | routed length [µm]
li1 | 137 | - | -
met1 | 118 | 0.0488 | 607
met2 | 19 | 0.0265 | 221
met3 | 0 | 0.0148 | 122
met4 | 0 | 0 | 0
met5 | - | 0 | 0
## worst min-delay path, stage by stage
cell	delay, ns
dlygate4sd2_1	0.28
buf_4	0.15
a2111oi_2	0.06
nor2_1	0.09
clkbuf_2	0.11
## timing repair
item | CTS | global route
setup buffers | 0 | 0
resized | 10 | 4
setup endpoints to repair | 1 | 1
pin swaps | 2 | 4
cloned | 0 | 0
## per-stage QoR
step	hold WS [ns]	power [mW]	cells	TNS (ns)	setup slack, ns
after floorplan	1.07	0.0253	24	0	0.608
after global placement	2.08	0.0679	92	-0.490	-0.490
after detailed placement	2.09	0.0688	92	-0.521	-0.521
after CTS	1.72	0.0693	92	0	0.0137
after global routing	1.69	0.0788	92	0	0.0614
final	1.61	0.0714	92	0	0.196
Power figures rest on the tool's default switching activity, not on a simulated workload.
